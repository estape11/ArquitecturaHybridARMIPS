==> ./design.v <==
module Extend (input logic [26:0] imm,
					input logic ImmSrc, ImmExt,
					output logic [31:0] ExtImm);
	logic [31:0] ext14, ext27;
	assign ext14 = (ImmExt) ? { {18{ imm[13] }} , imm[13:0]} : { {18{ 1'b0 }} , imm[13:0]};  
	assign ext27 = (ImmExt) ? { {5{ imm[26] }} , imm} : { {5{ 1'b0 }} , imm };  
	assign ExtImm = (ImmSrc) ? ext27 : ext14;
endmodule 
==> ./run.sh <==
#!/bin/bash
# OpenROAD 26Q1-2900-gdf79404cd8, Yosys 0.63+post, stock flow scripts
make -C /OpenROAD-flow-scripts/flow DESIGN_CONFIG=/design/flow/config.mk WORK_HOME=/design/flow/orfs finish
==> ./config.mk <==
export PLATFORM = sky130hd
export DESIGN_NAME = Extend
export DESIGN_NICKNAME = Extend
export VERILOG_FILES = /design/flow/design.v
export SDC_FILE = /design/flow/constraint.sdc
export NUM_CORES = 4
export LEC_CHECK = 1
export CORE_AREA = 10 10 70 70
export DIE_AREA = 0 0 80 80
==> ./constraint.sdc <==
current_design Extend

set clk_period 1.1
set clk_io_pct 0.2

create_clock -name clk0 -period $clk_period

set non_clock_inputs [all_inputs -no_clocks]
set_input_delay [expr $clk_period * $clk_io_pct] -clock clk0 $non_clock_inputs
set_output_delay [expr $clk_period * $clk_io_pct] -clock clk0 [all_outputs]
==> run summary <==
Unique cell types: 7
Worst-Margin Slew: 0.117 ns
CP max-delay cell: nand3b_4
Layout fillers: 389
total number of vias: 362
Final HPWL DP: 1040 um
Slew Viols, Final: 0
Rel. slew slack: 92.2%
Synth-to-Final Area Change: 124%
M2 GR Usage: 7.14%
Row Count: 21
registers: 0
post-synthesis sequential area ratio: 0%
unrepaired setup endpoints after global routing: true
DR iter-0 viols: 9
CORE AREA: 3420 sq um
synthesized area: 283 sq um
global-route wire length before repair: 1970 um
CP Max Fanout: 6
fmax: 909 MHz
Combinational Area: 185 sq um
Avg Inst Size Synth: 5.77 sq um
part of the cycle the worst path needs: 100%
Die ar.: 6400 sq um
most frequent CP cell: buf_8
number of remaining DRC errors: 0
Peak supply drop: 0.0450 mV
worst-path cell chain: buf_8, buf_6, nand3b_4, buf_8, nand2_2, buf_2
Leakage: 0.422 nW
vias per inst: 2.94
power per cell area: 320 nW/um^2
ys cells: 49
Critical Path AT: 0.88 ns
GP Congestion: 0.703
PnR worst setup slack: -0.000202 ns
WL per Instance: 11.2 um
Log Warnings: 34
FP Util: 8.28%
met3 usage: 1.59%
1st-pass router iterations: 3
yosys stat area: 283 sq um
worst min path class: in -> out
status: complete, but fails checks
Worst setup EP type: primary output
vias in the first global route: 379
largest net degree at the start of global routing: 8
GRT Max-Usage Layer: met2
clock buf count: 0
layout cells sized above 1: 59.7%
initial antenna violation count: 0
placed cell count: 116
fin crit period: 1.10 ns
CP peak stage delay: 0.16 ns
io pins: 61
Die H: 80 um
GR Layer Usage met1: 4.09%
setup violators final: 1
Tot GR Track Use: 3.83%
Die X: 80 um
ANT nets after route: 0
gr ovfl total: 0
WHS Path Cells: 0
# port buffers: 35
YS warnings: 0
Flop area: 0 sq um
Max Cap Viol: 0
Tot Pwr: 203 uW
Final Non-Filler Cells: 123
CP Class: in -> out
crit path launch type: primary input
Worst EP required: 0.88 ns
diodes inserted: 0
pre-CTS setup slack: -0.858 ns
Hold Fails Final Rpt: 0
drt total wl: 1370 um
synthesized netlist cell count: 49
failing checks: setup timing
-- final timing paths --
path	start	endpoint	slack, ns
worst min-delay path	imm[11]	ExtImm[11]	0.44
worst max-delay path	ImmSrc	ExtImm[14]	-0.0002
-- what timing repair did --
action	in CTS	in global routing
pin swaps	10	16
setup buffers	9	0
hold buffers	0	0
gates resized	88	15
cloned	1	0
setup endpoints to repair	19	18
-- Yosys cell counts --
cell type / n / area [sq um]
nand2_1: 26 / 97.6
buf_4: 18 / 135
a21boi_0: 1 / 7.51
buf_2: 1 / 5.00
buf_6: 1 / 11.3
nand2b_1: 1 / 6.26
nand3b_4: 1 / 20.0
-- critical path, delay by kind of cell --
kind                   cells  cell delay (ns)
buffers and inverters      4             0.44
AND/OR/NAND/NOR            2             0.22
-- cells in the final DEF, fill, tap and decap left out --
| cell type | netlist | layout |
|---|---|---|
| a21boi_2 | 0 | 1 |
| buf_2 | 1 | 19 |
| buf_4 | 18 | 6 |
| buf_6 | 1 | 6 |
| buf_8 | 0 | 2 |
| clkdlybuf4s15_1 | 0 | 1 |
| clkdlybuf4s50_1 | 0 | 3 |
| dlygate4sd2_1 | 0 | 3 |
| dlymetal6s2s_1 | 0 | 7 |
| nand2_1 | 26 | 16 |
| nand2_2 | 0 | 9 |
| nand2_4 | 0 | 1 |
| nand2b_1 | 1 | 1 |
| nand3b_4 | 1 | 2 |
-- kinds of logic (layout without fill, tap and decap cells) --
logic type             after synthesis  count (layout)  synth area share, %
AOI/OAI and AO/OA                    1               1                 2.66
buffers and inverters               20              47                 53.5
and+or+nand+nor                     28              29                 43.8
-- power breakdown --
part	leakage, nW	switching (mW)	internal, mW	total, mW
clock network	0	0	0	0
registers	0	0	0	0
logic	0.422	0.0693	0.134	0.203
-- cell type report --
class	instances	area share (%)
Timing Repair Buffer	47	61.7
Multi-Input combinational cell	30	29.2
Tap cell	46	9.07
-- per-layer routing --
| layer | vias up | share of wire (%) |
|---|---|---|
| li1 | 188 | - |
| met1 | 155 | 35 |
| met2 | 19 | 53 |
| met3 | 0 | 11 |
| met4 | 0 | 0 |
| met5 | - | 0 |
-- through the flow --
stage | utilization, % | hold slack (ns) | setup TNS (ns) | area [sq um]
after global placement | 17.1 | 0.440 | -15.19 | 584
after detailed placement | 17.1 | 0.440 | -15.61 | 584
final | 18.6 | 0.440 | -0.000202 | 634
after CTS | 17.3 | 0.440 | -0.0167 | 589
after floorplan | - | 0.501 | 0 | 283
after global routing | 18.6 | 0.440 | -0.276 | 634
Power figures rest on the tool's default switching activity, not on a simulated workload.
