<file path="./run.sh">
#!/bin/bash
# OpenROAD 26Q1-2900-gdf79404cd8, Yosys 0.63+post, stock flow scripts
make -C /OpenROAD-flow-scripts/flow DESIGN_CONFIG=/design/flow/config.mk WORK_HOME=/design/flow/orfs finish
</file>
<file path="./config.mk">
export PLATFORM = sky130hd
export DESIGN_NAME = WriteBack
export DESIGN_NICKNAME = WriteBack
export VERILOG_FILES = /design/flow/design.v
export SDC_FILE = /design/flow/constraint.sdc
export NUM_CORES = 4
export LEC_CHECK = 1
export CORE_AREA = 10 10 97 97
export DIE_AREA = 0 0 107 107
</file>
<file path="./constraint.sdc">
current_design WriteBack

set clk_period 1.4
set clk_io_pct 0.2

create_clock -name clk0 -period $clk_period

set non_clock_inputs [all_inputs -no_clocks]
set_input_delay [expr $clk_period * $clk_io_pct] -clock clk0 $non_clock_inputs
set_output_delay [expr $clk_period * $clk_io_pct] -clock clk0 [all_outputs]
</file>
<file path="./design.v">
module WriteBack #(parameter N=32)
						(input logic PCSrc, RegWrite, IOFlag,
						 input logic [1:0] MemToReg,
						 input logic [N-1:0] IOIn, ReadData, ReadDataP, ALUOut, 
						 input logic [3:0] Rd,
						 output logic [N-1:0] OutData, 
						 output logic [3:0] RdOut,
						 output logic PCSrcOut, RegWriteOut);
	logic [N-1:0] Result;
	assign Result = (MemToReg == 2'b0) ? ReadData : (MemToReg == 2'b1) ? ALUOut : (MemToReg == 2'b10) ? ReadDataP : 32'b0;
	assign OutData = (IOFlag) ? IOIn : Result;
	assign PCSrcOut = PCSrc;
	assign RegWriteOut = RegWrite;
	assign RdOut = Rd;
endmodule   
</file>
==> qor.yml <==
outcome:
  status: "finished with violations"
  violations: "negative setup slack"
floorplan:
  io_pins: 175
  core_area_mm2: 0.00729
  die_w_um: 107
  fp_util: 0.176
  dieArea_mm2: 0.0114
  num_rows: 31
  die_h_um: 107
final_layout:
  syn2layout_area_growth_pct: 159
  final_area_mm2: 0.00332
  clkbuf_count: 0
  regArea_um2: 0
  flops: 0
  drive_gt1_frac: 0.397
grt:
  grt_pass1_vias: 1904
  antenna_found_initial: 0
  grt_max_degree: 27
  grt-ovfl-total: 0
  grt_pass1_wl_um: 10600
  grt.total_usage: 0.113
timing:
  slew_violations: 0
  finalClockPeriodUsage: 1.18
  setup_slack_ns: -0.257
  hold_viol_final: 0
  clock.fmax_mhz: 603
  grt_setup_unrepaired: "yes"
  relSlewSlack: 0.802
  worst_slew_pin_slew_ns: 0.293
  fin_crit_ns: 1.66
  finalSetupViolCount: 32
drt:
  drt_iter0_drc: 52
  wl_per_cell_um: 18.3
  vias_per_cell: 4.67
  num_antenna_cells: 0
  via_count: 1826
  dr.pass1.iters: 6
  remaining_drc_errors: 0
  ant_nets: 0
  wl_um: 7160
power_and_ir_drop:
  vdd_drop_max_mv: 0.115
  p_clk_frac: 0
  p_sw_uw: 256
  internal_power_uw: 668
  power_density_mw_per_mm2: 279
  sequentialPowerShare: 0
  power_uw: 925
  p_sw_frac: 0.277
  leakage_uw: 0.00162
  pwr-share-comb: 1.000
setup_path:
  critPathArrivalTime_ns: 1.38
  path_cells: "buf_12 -> buf_12 -> buf_6 -> mux2_4 -> a221o_1 -> buf_2"
  critPathMaxStageDelay_ns: 0.31
  startpoint_type: "input pin"
  required_ns: 1.12
  setup.worst_path.start: "MemToReg[0]"
  critPathMaxFanout: 8
  crit_top_cell: "buf_12"
  path_class: "in -> out"
  crit_end: "OutData[7]"
  end_kind: "output port"
  slowest_stage: "a221o_1"
placed_design:
  portBuffers: 163
  pre_cts_slack_ns: -0.836
  place.gp.congestion: 0.791
  placed_area_mm2: 0.00308
  dp_hpwl_um: 5670
synthesis:
  ys_cells: 123
  yosys_warnings: 0
  synth_seq_share: 0
  netlist_area_mm2: 0.00128
  syn_avg_cell_area_um2: 10.4
  yosysChipArea_mm2: 0.00128
  synthDistinctLibCells: 12
  syn_inst: 123
hold_path:
  hold_path_class: "in -> out"
run:
  warning_count: 34
  maxCapViolations: 0
clock_network:
  holdBufCountCts: 0
==> critical path, delay by kind of cell <==
kind / cells / cell delay, ns
mux: 1 / 0.28
compound gates: 1 / 0.31
buf+inv: 4 / 0.50
==> worst min-delay path by stage <==
stage | start | endpoint | slack (ns) | cells after the start
6_report | Rd[1] | RdOut[1] | 0.56 | 0
4_1_cts | Rd[1] | RdOut[1] | 0.56 | 0
5_1_grt | Rd[0] | RdOut[0] | 0.56 | 0
==> layout by cell type (no fill, tap or decap) <==
master           instances
a221o_1                 32
buf_12                   9
buf_16                   2
buf_2                   32
buf_4                   14
buf_6                    6
buf_8                    3
clkdlybuf4s15_2          1
clkdlybuf4s50_1         70
dlygate4sd2_1           45
dlymetal6s2s_1          13
mux2_4                  32
nor2_2                   1
nor4bb_1                16
nor4bb_2                 6
nor4bb_4                10
==> area by class of cell <==
class / instances / area (um2)
multi-input cells: 97 / 1320
fillers: 703 / 3970
well taps: 99 / 124
repair buffers: 195 / 1880
==> power by group through the flow <==
stage / Sequential, uW / Clock (uW) / Combinational [uW]
global route: 0 / 0 / 989
CTS: 0 / 0 / 925
finish: 0 / 0 / 925
==> layer usage <==
metal,vias up,global-route usage,share of wire
li1,880,-,-
met1,846,0.135,0.40
met2,96,0.194,0.49
met3,4,0.0431,0.097
met4,0,0.00870,0.0064
met5,-,0,0
==> per-stage QoR <==
step / setup TNS, ns / instances / hold slack (ns) / utilization
4_1_cts: -6.09 / 393 / 0.560 / 0.443
2_1_floorplan: 0 / 123 / 0.626 / -
5_1_grt: -6.78 / 391 / 0.560 / 0.455
6_report: -5.73 / 391 / 0.560 / 0.455
3_3_place_gp: -24.11 / 379 / 0.560 / 0.422
3_5_place_dp: -24.58 / 379 / 0.560 / 0.422
==> kinds of logic after synthesis <==
logic type / share of synthesized area
buffers and inverters: 0.138
AOI/OAI and AO/OA: 0.250
and+or+nand+nor: 0.253
muxes: 0.360
==> timing repair <==
| action | CTS | global route |
|---|---|---|
| pin swaps | 43 | 8 |
| endpoints found under the hold margin | 0 | 0 |
| cloned | 4 | 0 |
| buffers inserted | 10 | 1 |
| gates resized | 184 | 31 |
| setup endpoints to repair | 32 | 32 |
==> cell usage after synthesis (all sizes together) <==
master	number	share of area
a221o	32	0.25
mux2	32	0.36
nor4bb	32	0.25
buf	21	0.12
clkbuf	5	0.015
nor2	1	0.0029
No activity file was given, so power comes from the tool's default toggle rates.
