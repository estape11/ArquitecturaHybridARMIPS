==> config.mk <==
export PLATFORM = sky130hd
export DESIGN_NAME = Execute
export DESIGN_NICKNAME = Execute
export VERILOG_FILES = /design/flow/design.v
export SDC_FILE = /design/flow/constraint.sdc
export NUM_CORES = 4
export LEC_CHECK = 1
export CORE_UTILIZATION = 40
export SYNTH_HDL_FRONTEND = slang
==> constraint.sdc <==
current_design Execute

set clk_period 43.6
set clk_io_pct 0.2

create_clock -name clk0 -period $clk_period [get_ports {clk}]

set non_clock_inputs [all_inputs -no_clocks]
set_input_delay [expr $clk_period * $clk_io_pct] -clock clk0 $non_clock_inputs
set_output_delay [expr $clk_period * $clk_io_pct] -clock clk0 [all_outputs]
==> design.v <==
module mux4 #(parameter N=32)
				 (input logic [N-1:0]in0,in1,in2,in3,in4,in5,in6,in7,in8,in9,in10,in11,in12,in13,in14,in15,
				  input logic [3:0] sel,
				  output logic [N-1:0]out);
	assign out=(sel == 4'b0)? in0 : (sel == 4'b1)? in1 : (sel == 4'b10)? in2 : (sel == 4'b11)? in3 :
				  (sel == 4'b100)? in4 : (sel == 4'b101)? in5 : (sel == 4'b110)? in6 : (sel == 4'b111)? in7 :
				  (sel == 4'b1000)? in8 : (sel == 4'b1001)? in9 : (sel == 4'b1010)? in10 : (sel == 4'b1011)? in11 :
				  (sel == 4'b1100)? in12 : (sel == 4'b1101)? in13 : (sel == 4'b1110)? in14 : in15;				
endmodule
module nBitsAND #(parameter N=32)
					  (input logic [N-1:0]a,b,
						output logic [N-1:0]out);
	assign out = a & b;
endmodule 
module nBitsOR #(parameter N=32)
					 (input logic [N-1:0]a,b,
					  output logic [N-1:0]out);
	assign out = a | b;
endmodule 
module nBitsNOT #(parameter N=32)
					  (input logic [N-1:0]a,
						output logic [N-1:0]out);
	assign out = ~a;
endmodule 
module nBitsC2 #(parameter N=32)
					 (input logic [N-1:0]a,
					  output logic [N-1:0]out);
	assign out = (~a) + 1'b1;
endmodule 
module nBitsShift	#(parameter N=32)
						 (input logic [N-1:0] a,
						  input logic [N-1:0]shamt,
						  input logic sel,  
						  output logic [N-1:0] out);
	logic [N-1:0] outIzq, outDer;
	assign outDer = a>>shamt;		
	assign outIzq = a<<shamt;
	assign out = (sel == 1'b0) ? outDer : outIzq;
endmodule
module ALU #(parameter N=32)
				(input logic [N-1:0] a, b,
				 input logic [3:0] sel,
				 output logic z, n, v,  
				 output logic [N-1:0] result);
	logic [N-1:0] outAND, outOR, outADD, selB, outC2, outShift, nLO, nHI, Ra, Rb;
	logic HI, LO, selShift, cout; 
	assign HI = 1'b1;
	assign LO = 1'b0;
	assign nLO = {N{LO}};
	assign nHI = {N{HI}};
	assign selShift = (sel == 4'b11) ? HI : LO;  
	assign selB = (sel == 4'b1) ? Rb : outC2;  
	assign n = result[N-1];
	assign z = (result == nLO) ? 1'b1 : 1'b0;
	assign Ra = (sel != 4'b1001)? a : b;
	assign Rb = (sel != 4'b1001)? b : a;
	nBitsAND #(N) AND (Ra, Rb, outAND);
	nBitsADD #(N) ADD (Ra, selB, LO, outADD, v, cout);
	nBitsOR #(N) OR (Ra, Rb, outOR);
	nBitsC2 #(N) C2 (Rb, outC2);
	nBitsShift #(N) SHIFT (Ra, Rb, selShift, outShift);
	mux4 #(N) MUX (nLO, outADD, outADD, outShift, outShift, outAND, outOR, Rb, Ra, outADD, nHI, nHI, nHI, nHI, nHI, nHI,
						sel, result);
endmodule
module AverageUnit #(parameter N=32)
						  (input logic [N-1:0] pixel,
							output logic [N-1:0] out);
	logic [9:0] outADD1, outADD2, etapa1, etapa2, etapa3;
	nBitsADD #(10) ADD1 ({2'b0,pixel[7:0]},{2'b0,pixel[15:8]},1'b0,outADD1);
	nBitsADD #(10) ADD2 ({2'b0,pixel[23:16]}, outADD1, 1'b0, outADD2);
	nBitsADD #(10) ADD3 (outADD2, outADD2>>2'b10, 1'b0, etapa1);
	nBitsADD #(10) ADD4 (etapa1, etapa1>>3'b100, 1'b0, etapa2);
	nBitsADD #(10) ADD5 (etapa2, etapa2>>4'b1000, 1'b0, etapa3);
	assign out = etapa3>>2'b10;
endmodule 
module mux3 #(parameter N=32)
				 (input logic [N-1:0] in1, in2, in3, in4, in5, in6, in7, in8,
				  input logic [2:0] sel,
				  output logic [N-1:0] out);
	assign out = (sel == 3'b0) ? in1 : (sel == 3'b1) ? in2 : (sel == 3'b10) ? in3 : (sel == 3'b11) ? in4 : 
					 (sel == 3'b100) ? in5 : (sel == 3'b101) ? in6 : (sel == 3'b110) ? in7 : in8;
endmodule
module ConditionalUnit (input logic z, v, n, enable1, enable2, clk,  
								input logic [2:0] cond,  
								output logic out);  
	logic [2:0] regMem, regFlags;
	logic outCond;
	assign regFlags[0]=z;
	assign regFlags[1]=v;
	assign regFlags[2]=n;
	Register #(3) REG (regFlags, clk, enable1, regMem);
	mux3 #(1) MUX (regMem[0] & 1'b1,  
					 ~(regMem[0] ^ 1'b0),  
					 ~(regMem[2] ^ regMem[1]),  
						regMem[2] ^ regMem[1],  
					 ~(regMem[0] ^ 1'b0) & ~(regMem[2] ^ regMem[1]),  
						(regMem[0] & 1'b1) | (regMem[2] ^ regMem[1]),  
						1'b0,  
						1'b1,  
						cond, outCond);
	assign out = (enable2) ? outCond : 1'b0 ;
endmodule 
module Execute #(parameter N=32)
					(input logic MemPWrite, RegWrite, MemWrite, BranchInst, ALUSrc, FlagWrite, PAUOp, IOFlag, ResultSrc, clk,
					 input logic [1:0] MemToReg,
					 input logic [3:0] ALUControl,
					 input logic [2:0] CondFlag,
					 input logic [31:0] Ra, Rb, ExtIm,
					 input logic [3:0] Rd,
					 output logic PCSrc, RegWriteOut, MemWriteOut, MemPWriteOut, IOFlagOut,
					 output logic [1:0] MemToRegOut,
					 output logic [N-1:0] ALUResult, WriteData, 
					 output logic [3:0] RdOut);
	logic z, v, n, enable2, condi;
	logic [31:0] ALUOut, APUout, RbMux;
	assign MemPWriteOut = MemPWrite;
	assign MemToRegOut = MemToReg;
	assign MemWriteOut = MemWrite;
	assign IOFlagOut = IOFlag;
	assign RdOut = Rd;
	assign WriteData = Rb;
	assign enable2 = BranchInst | RegWrite;  
	assign RegWriteOut = condi & RegWrite;  
	assign PCSrc = condi & BranchInst;  
	ConditionalUnit UniCondicion (z, v, n, FlagWrite, enable2, clk, CondFlag, condi);
	ALU #(32) ALUnit (Ra, RbMux, ALUControl, z, n, v, ALUOut);
	PAU #(32) PAUnit (Ra, Rb,PAUOp, APUout);
	assign RbMux = (ALUSrc) ? ExtIm : Rb;
	assign ALUResult = (ResultSrc) ? APUout : ALUOut;
endmodule 
module PAU #(parameter N=32)
				(input logic [N-1:0] pix, umbral,
				 input logic sel,
				 output logic [N-1:0] out);
	logic [N-1:0] outProm, outUmb;
	AverageUnit #(N) Prom (pix, outProm);
	UmbralUnit #(N) Umb (pix, umbral, outUmb);
	assign out = (sel)?  {N{outUmb}} : outProm;  
endmodule 
module Register #(parameter N=32)
					  (input logic [N-1:0] in,
						input logic clk, enable,
						output logic [N-1:0] out={N{1'b0}});
	always_ff @ (posedge clk) begin
		if (enable) out<=in;
		else out<=out;
	end	
endmodule 
module UmbralUnit #(parameter N=32)
						 (input logic [N-1:0] pixel,
						  input logic [N-1:0] umbral,
						  output logic  out);
	assign out = (pixel[7:0]>=umbral)? 1 : 0;
endmodule 
module fullAdder(input logic a,b,cin,
					  output logic out,cout);
	assign out = (a ^ b) ^ cin;
	assign cout = ( b & cin) | (a & b) | (a & cin);
endmodule
module nBitsADD #(parameter N=32)
					  (input logic [N-1:0] a,b,
					   input logic cin,
					   output logic [N-1:0] out = 32'b0,
					   output logic overflow,cout);
	logic [N-1:0] carry;  
   genvar i;
   generate 
		for(i=0;i<N;i=i+1)
			begin: generateNbitAdder
				if(i==0)
					fullAdder f(a[0],b[0],cin,out[0],carry[0]); 
				else
					fullAdder f(a[i],b[i],carry[i-1],out[i],carry[i]);
			end
   endgenerate
	assign cout = carry[N-1];
	assign overflow = (carry[N-1] ^ carry[N-2]) | 1'b0;  
endmodule 
==> run.sh <==
#!/bin/bash
# OpenROAD 26Q1-2900-gdf79404cd8, Yosys 0.63+post, stock flow scripts
make -C /OpenROAD-flow-scripts/flow DESIGN_CONFIG=/design/flow/config.mk WORK_HOME=/design/flow/orfs finish
==> impl_metrics.yaml <==
# yosys + openroad results
placement:
  pre_cts_slack_ps: 8872
  gp_congestion: 1.164
  numPortBuffers: 175
  dp_hpwl_um: 58610
floorplan:
  die-area_mm2: 0.03066
  num_io_pins: 194
  initial_core_util_pct: 40.55
  die_w_um: 175.1
  core-area_mm2: 0.02956
  fp-row-count: 63
  die.size.y_um: 175.1
global_route:
  grt_pass1_wl_um: 104200
  grt_antenna_before_repair: 1
  first_global_vias: 14220
  grt_start_max_net_pins: 67
  track_usage_pct: 49.07
  grt-ovfl-total: 0
drt:
  firstDrtPassIters: 7
  drtIter0Drc: 2237
  drc: 0
  n_antenna_cell: 0
  wl_per_cell_um: 34.25
  via_per_inst: 7.104
  ant_nets: 0
  wl_um: 73950
  via_count: 15340
pwr:
  p_per_area_mw_per_mm2: 28.83
  ir_worst_vdd_v: 0.00003537
  p_leak_nw: 5.379
critical_path:
  crit_path_start_kind: "input pin"
  endpoint_kind: "output pin"
  arrival_ps: 26080
  cpMostUsedCell: "fa_1"
  critPathMaxFanout: 41
  crit_required_ps: 34880
  cp_slowest_stage_delay_ps: 630
  crit_buf_inv: 7
  cp_slowest_cell: "and4bb_4"
  path_class: "input pin to output pin"
  cp_top_family: "adder cells"
synth:
  yosysWarnings: 0
  netlist_top_cells_count: "nand2_1 (181), nor2_1 (158), a21oi_1 (121), o21ai_0 (121), mux2i_1 (120)"
  ys_area_mm2: 0.01199
  synth.most_common_cell: "nand2_1"
  syn_avg_cell_area_um2: 7.029
  synth-seq-cells: 3
  async_reset_ff_share_pct: 0
  edf_count: 3
  xor_share_pct: 2.631
  synthDistinctLibCells: 85
  top_area_share_pct: 10.02
  synth_seq_share_pct: 0.7516
  top_area_cell: "mux2i_1"
  ys_sh_adder_pct: 12.30
  syn_area_mm2: 0.01199
  simple_gate_share_pct: 22.02
  ys_top_logic_family: "AND-OR/OR-AND gates"
  ys.flop_type: "edfxtp_1"
  ys_cells: 1705
  mux_share_pct: 20.58
  synthTopCellsByArea: "mux2i_1 (10%), fa_1 (9.7%), mux4_2 (6.8%)"
  aoi_share_pct: 30.07
  synthCells: 1705
cts:
  cts_buffers: 3
  clk_pin_slew_ps: 30
  cts_hold_buf: 0
  clockRootBuffer: "clkbuf_16"
  cts_setup_buffers: 0
  cts_tree: "built"
  cts_resized: 0
  clock_path_buffers: 2
  htreeDepth: 1
  cts.sinks: 3
final_timing:
  fin_ws_ps: 8801
  rsz0062_at_grt: "no"
  period_used_pct: 79.81
  finalSetupViolCount: 0
  worst_pin_slew_ps: 1314
  fmax_mhz: 28.74
  relSlewSlack_pct: 11.71
  tns_ps: 0
  maxSlewViolCount: 0
  min_period_ps: 34800
  hold_viol: 0
worst_hold_path:
  holdPathEnd: "UniCondicion.REG.out[1]"
  whs_path_depth: 1
  hold_path_startpoint: "FlagWrite"
  holdCritPathClass: "input pin to flop"
run:
  cap_violations: 0
  warning_count: 26
layout:
  synthToLayoutAreaGrowth_pct: 15.85
  largest_register: "UniCondicion.REG.out"
  largest_reg_flops: 3
  final_layout_size_suffix_gt1_share_pct: 10.91
  top_regs: "UniCondicion.REG.out (3)"
run_status:
  outcome: "complete, no violations"
==> placed cells by master (no fill, tap or decap), types with 7 or more instances in the layout <==
cell type	count
o221ai_1	14
nand2b_1	15
nor4_1	16
a32oi_1	11
a22oi_1	18
mux4_2	36
inv_1	89
xor2_1	10
o2bb2ai_1	11
and3_1	8
nor3_1	46
xnor2_1	26
fa_1	58
a221oi_1	24
nand3_1	57
buf_4	76
o22ai_1	22
mux2_2	35
ha_1	25
and2_1	19
nor2b_1	9
o2111ai_1	7
nand2_1	181
o21ai_0	121
o211ai_1	14
a22o_1	14
a21oi_1	121
o31ai_1	16
nor2_1	157
or3_1	7
a31oi_1	33
mux2i_1	115
or2_2	9
a2111oi_0	10
a211oi_1	19
clkdlybuf4s50_1	171
nand4_1	15
a21o_1	15
==> worst max path at each step <==
stage | start | end | slack [ps] | depth (start not counted)
finish | ALUControl[0] | ALUResult[31] | 8800 | 47
global route | ALUControl[0] | ALUResult[31] | 7990 | 47
CTS | ALUControl[0] | ALUResult[31] | 8870 | 47
==> metrics by stage <==
stage	cells	power, mW	util [%]	instance area (um2)	hold slack [ps]
2_1_floorplan	1705	0.2222	-	11990	8833
3_3_place_gp	2155	0.3690	46.70	13810	9427
3_5_place_dp	2155	0.3731	46.70	13810	9439
4_1_cts	2159	0.3912	46.97	13880	9212
5_1_grt	2159	0.4365	46.97	13880	9222
6_report	2159	0.4003	46.97	13880	9194
==> cell families after synthesis <==
logic type	Yosys count
XOR/XNOR	36
multiplexers	194
flip-flops	3
buffers and inverters	282
adder cells (fa/ha/maj)	83
AND/OR/NAND/NOR	566
AND-OR/OR-AND	541
==> layer usage <==
metal / vias to the layer above / track usage (%) / share of wire (%)
li1: 6466 / - / -
met1: 7257 / 62.20 / 36
met2: 1325 / 69.48 / 41
met3: 287 / 19.91 / 14
met4: 2 / 30.83 / 8.4
met5: - / 0 / 0.016
==> area by class of cell <==
class,count,area [um2]
Fill cell,2978,15680
Multi-Input combinational cell,1420,10590
Timing Repair Buffer,250,2297
Tap cell,390,488.0
Inverter,92,345.3
Sequential cell,3,90.09
Clock buffer,4,78.83
==> power breakdown <==
group          total, mW  internal [mW]  switching, mW
Sequential       0.00390        0.00374       0.000161
Combinational      0.382          0.155          0.227
Clock             0.0145         0.0121        0.00241
Total              0.400          0.171          0.229
Power and IR drop assume default switching activity.
